--- design/flow/run.sh ---
#!/bin/bash
# OpenROAD 26Q1-2900-gdf79404cd8, Yosys 0.63+post, stock flow scripts
make -C /OpenROAD-flow-scripts/flow DESIGN_CONFIG=/design/flow/config.mk WORK_HOME=/design/flow/orfs finish
--- design/flow/config.mk ---
export PLATFORM = sky130hd
export DESIGN_NAME = tst
export DESIGN_NICKNAME = tst
export VERILOG_FILES = /design/flow/design.v
export SDC_FILE = /design/flow/constraint.sdc
export NUM_CORES = 4
export LEC_CHECK = 1
export CORE_AREA = 10 10 70 70
export DIE_AREA = 0 0 80 80
--- design/flow/constraint.sdc ---
current_design tst

set clk_period 1.0
set clk_io_pct 0.2

create_clock -name clk0 -period $clk_period [get_ports {clk}]

set non_clock_inputs [all_inputs -no_clocks]
set_input_delay [expr $clk_period * $clk_io_pct] -clock clk0 $non_clock_inputs
set_output_delay [expr $clk_period * $clk_io_pct] -clock clk0 [all_outputs]
--- design/flow/design.v ---
module tst (clk,tx_valid,tx_data,MISO);
input wire clk,tx_valid ;
input wire [7:0] tx_data ;
output MISO;
reg  [8:0] shift_reg_tx;
always @(negedge clk ) begin 
    shift_reg_tx[7:0] <= tx_data[7:0];
    if (tx_valid)
        begin 
            shift_reg_tx <= shift_reg_tx << 1;  
        end    
    end 
    assign MISO = (tx_valid) ? shift_reg_tx[8]:1'b0;
endmodule  
==> notes.md <==
run metrics: status=complete, but fails checks, failing checks=negative setup slack, die y size=around 80 microns, main area contributors after synthesis=sky130_fd_sc_hd__dfxtp_1 (49%), sky130_fd_sc_hd__mux2_4 (32%), sky130_fd_sc_hd__edfxtp_1 (9.2%), max-slew headroom at the worst pin=between 90 and 100%, Static Leakage=approximately 0.00028 uW, final setup margin=-594 ps, number of cells produced by synthesis=20, flop and latch count out of synthesis=9, clock sink count=9, net load switching power=around 240 uW, standard cell core area=roughly 3400 sq um, Max IR drop VDD=between 500 and 600 uV, critical path required time=800 ps, TritonCTS clock tree=done, design area=543 sq um, Unique masters post-synth=7, ratio of total power to cell area=1670 nW/um^2, clock transition at the registers of the reported paths=30 ps, post-placement setup slack=-769 ps, type of the worst setup path=flop to output pin, Hold Crit Class=flop to flop, Setup crit start kind=flop, total iterations of the first detailed-routing run=2, largest fanout of any net on the critical path=1, Routed Antenna Nets=0, maximum number of pins on one net before global-route repair=11, Critical Path End Type=output pin, clock latency (worst-skew pair)=roughly 320 ps, number of cells in the yosys synthesis report=20, top register by number of flip-flops=shift_reg_tx, unrepaired setup endpoints after global routing=true, registers with the highest flip-flop counts=shift_reg_tx x9, detail-routed via count per cell=2.33, count of synthesis-stage warnings from yosys=1, count of buffer and inverter cells on the critical path=1, Int Power=between 600 and 700 uW, hold slack=roughly 400 ps, sum of overflow across all layers after global routing=0, logic gate share of total power=between 10% and 20%, Post-DP Area=around 490 sq um, Final Max Tran Viols=0, critical path's top delay family=flip-flops, dominant logic cell types in the final layout=sky130_fd_sc_hd__inv_1 (10), sky130_fd_sc_hd__dlygate4sd2_1 (8), sky130_fd_sc_hd__dfxtp_1 (8), drc violations=0, via count of the first global-routing pass=~240, total routing resource utilization after global routing=under 10%, Crit path largest cell delay=about 340 ps, ant diodes=0, wire length of the first global-routing pass=between 900 and 1000 microns, final routed wirelength across all metal layers=between 600 and 700 microns, switching fraction of total power=about a quarter, DIE AREA=roughly 6400 sq um, mean instance size in the synthesized netlist=approximately 16 sq um, via count=between 200 and 250, max FFs per register=9, transition time at the pin with the least slew margin=approximately 80 ps, Final Setup Violations=8, CTS Root Buffer Type=sky130_fd_sc_hd__clkbuf_4, combined area of the multi-input logic cells=123 sq um, CTS H-tree lvls=1, most numerous logic cell after layout=sky130_fd_sc_hd__inv_1, count of maximum capacitance violations=0, RD Place Congestion=0.697, chip width=80 microns, yosys stat area=between 300 and 400 sq um, final cell count without fillers=88, standard-cell rows=21, top-area cell type share of the netlist area=a little under 50%, fill cell total of the finished layout=between 300 and 400, Bufs on Longest Clock Path=2, relative contribution of sequential cells to total power=a little under half, number of buffers created by CTS=3, final worst clock skew=between 6 and 7 ps, part of the Yosys area used for sequential elements=58.2%, proportion of layout cells with a drive suffix above 1=between 30 and 40%, num ports=11, PortBufs=10, post-DR wirelength/cell=roughly 7 microns, critical path cell sequence=and2_4 -> buf_6, clock share of power=between 40% and 50%, synthesis-to-finish area growth=66.3%, antenna violations before repair=0, cell total after placement=about 76, initial cell density of the core=under 10%, post-synthesis cell area=~330 sq um, count of warning messages emitted by the tools=37, Data arrival, critical path=1390 ps, slowest library cell on the worst path=sky130_fd_sc_hd__edfxtp_1, area used by sequential logic in the layout=190 sq um, Initial DRC Count=7, post-synth top area cell=sky130_fd_sc_hd__dfxtp_1, Hold Violations, Final=0
-- kinds of logic (layout without fill, tap and decap cells) --
logic type,Yosys count,after routing,share of synthesized area [%]
flops,9,9,58.2
mux,7,7,32.2
simple gates,2,2,4.98
buf+inv,2,24,4.60
-- final timing paths --
check / start / endpoint / slack [ps] / cells past startpoint
max reg2reg: shift_reg_tx[1]$_DFF_N_ / shift_reg_tx[2]$_DFF_N_ / 340 / 1
max: shift_reg_tx[8]$_DFFE_NP_ / MISO / -590 / 2
min: shift_reg_tx[7]$_DFF_N_ / shift_reg_tx[8]$_DFFE_NP_ / 410 / 0
min reg2reg: shift_reg_tx[7]$_DFF_N_ / shift_reg_tx[8]$_DFFE_NP_ / 410 / 0
-- power by group through the flow --
| stage | clock, uW | combinational, uW | sequential, uW |
|---|---|---|---|
| 6_report | 399 | 99.1 | 411 |
| 5_1_grt | 465 | 105 | 414 |
| 4_1_cts | 426 | 96.3 | 411 |
-- stage by stage --
stage | setup TNS, ps | util (%) | power (uW)
6_report | -724 | 15.9 | 909
5_1_grt | -694 | 15.9 | 985
4_1_cts | -646 | 15.7 | 933
3_5_place_dp | -7340 | 14.4 | 584
3_3_place_gp | -7540 | 14.4 | 583
2_1_floorplan | -1840 | - | 536
-- synthesized netlist by cell type --
cell type and count:
sky130_fd_sc_hd__and2_2 1, sky130_fd_sc_hd__buf_6 1, sky130_fd_sc_hd__edfxtp_1 1, sky130_fd_sc_hd__mux2_4 7
sky130_fd_sc_hd__inv_1 1, sky130_fd_sc_hd__dfxtp_1 8, sky130_fd_sc_hd__and2b_2 1
-- per-layer routing --
| layer | global-route usage (%) | vias up | wire, microns |
|---|---|---|---|
| met3 | 2.95 | 0 | 124 |
| met4 | 0.528 | 0 | 0 |
| met5 | 0 | - | 0 |
| met1 | 2.48 | 82 | 308 |
| met2 | 2.01 | 12 | 191 |
| li1 | - | 111 | - |
-- area by class of cell --
type / instances / area share [%]
clock buffer: 3 / 4.15
clock inverter: 10 / 6.91
multi-input combinational: 9 / 22.6
sequential: 9 / 35.0
tap: 46 / 10.6
timing repair buffer: 11 / 20.7
-- what timing repair did --
item,4_1_cts,5_1_grt
hold buffers,0,0
cloned,0,0
resized,17,1
endpoints found under the setup margin,10,7
pin swaps,1,0
buffers inserted,0,0
No activity file was given, so power comes from the tool's default toggle rates.
